===== flow/constraint.sdc =====
current_design stack

set clk_period 4.4
set clk_io_pct 0.2

create_clock -name clk0 -period $clk_period [get_ports {clk}]

set non_clock_inputs [all_inputs -no_clocks]
set_input_delay [expr $clk_period * $clk_io_pct] -clock clk0 $non_clock_inputs
set_output_delay [expr $clk_period * $clk_io_pct] -clock clk0 [all_outputs]

===== flow/config.mk =====
export PLATFORM = sky130hd
export DESIGN_NAME = stack
export DESIGN_NICKNAME = stack
export VERILOG_FILES = /design/flow/design.v
export SDC_FILE = /design/flow/constraint.sdc
export NUM_CORES = 4
export LEC_CHECK = 1
export CORE_UTILIZATION = 40

===== flow/run.sh =====
#!/bin/bash
# OpenROAD 26Q1-2900-gdf79404cd8, Yosys 0.63+post, stock flow scripts
make -C /OpenROAD-flow-scripts/flow DESIGN_CONFIG=/design/flow/config.mk WORK_HOME=/design/flow/orfs finish

===== flow/design.v =====
module stack #(
    parameter SIZE = 8,
    parameter DATA_WIDTH = 8)
(
    input clk,
    input rst,
    input push,
    input pop,
    input[DATA_WIDTH-1:0] data_in,
    output[DATA_WIDTH-1:0] data_out,
    output empty,
    output full
);
reg[DATA_WIDTH-1:0] stack_data [SIZE-1:0];
reg[$clog2(SIZE)-1:0] stackPointer;
assign full = (stackPointer == 3'b111);
assign empty = (stackPointer == 3'b000);
reg[DATA_WIDTH-1:0] data_out_reg;
assign data_out = data_out_reg;
always @(posedge clk) begin
    if (rst) begin
        data_out_reg <= 8'bz;
        stackPointer <= 0;
    end
    else begin
        if (pop) begin
            if (!empty) begin
                data_out_reg <= stack_data[stackPointer - 1];
                stackPointer <= stackPointer - 1;
            end
            else begin
                data_out_reg = 8'bz;
            end
        end
        else if (push) begin
            if (!full) begin
                stack_data[stackPointer] <= data_in;
                stackPointer <= stackPointer + 1;
            end
            else begin
                data_out_reg = 8'bz;
            end
        end
    end
end
endmodule

==> impl_metrics.ini <==
; yosys + openroad results
[final_timing]
min_period_over_period = 0.6960
slew_headroom = 0.4311
timing_hold_violations_final = 0
clock_skew_ps = 7.900
layout_min_cycle_time_ps = 3062
report.final.slew_viol_count = 0
rsz0062_at_grt = no
worstMarginPinSlew_ps = 850.2
layout_setup_ws_ps = 1338
setup_viol = 0
tns_ps = 0
fmax_mhz = 326.5

[place]
placement.io_buffers = 21
dp_slack_ps = 1449
place_hpwl_microns = 3343
dpl.cell_count = 263
place.gp.congestion = 0.8787

[yosys]
synth.distinct_cells = 27
ys_cells = 146
syn_area_per_cell_sq_um = 20.64
ys_seq_elements = 75
ys.flop_type = edfxtp_1
synth_async_sr_flop_share = 0
synth-edff-count = 72
ys.warnings.count = 4
synthCells = 146
synth_area_sq_um = 3014
ys_seq_share = 0.7372
ys_chip_area_sq_um = 3014
largest_area_cell = edfxtp_1
netlist_top_cells_area = edfxtp_1 (72%), mux4_1 (7.8%), mux4_2 (5.2%), mux2_2 (3.0%), dfxtp_1 (2.0%)
synth_top_area_share = 0.7173

[global_routing]
grt_busiest_layer = met1
use_met1 = 0.2224
grt_util_met3 = 0.1296
grtUsageMet2 = 0.2133
grt_pass1_vias = 1488
grt_usage = 0.1591
grt_max_degree = 19
grt_pass1_wl_microns = 8010
antenna_found_initial = 0
grt_overflow = 0

[floorplanning]
core-area_sq_um = 7253
fp.dieH_microns = 88.81
die-area_sq_um = 7886
die_x_microns = 88.81
rows = 31
fp_util = 0.4156
ios = 22

[route]
routed_wl_microns = 5156
vias = 1451
route.detailed.drc = 0
drt-initial-drc-count = 81
diodes = 0
routedWlPerCell_microns = 18.48
viasPerCell = 5.201
antenna_left = 0
first_pass_iters = 4

[critical_path]
worstPathRequired_ps = 3520
path_class = reg2out
critPathCaptureType = output pin
critical-path-top-delay-family = flip-flops
crit_slowest_cell = dfxtp_1
arrival_ps = 2180
critical_path.cell_chain = inv_1 > ha_1 > nand2b_1 > inv_1 > clkdlybuf4s50_1
crit_path_frequent_cell = inv_1
cpPeakStageDelay_ps = 790
cp-start-kind = flip-flop
critPathBufInv = 3
cp_max_fo = 12

[cells_and_area]
largest_register_ffs = 64
instances_no_fill = 279
final_core_util = 0.4896
seqCellArea_sq_um = 2222
nFillCells = 595
final_cell_mix = edfxtp_1 (72), clkdlybuf4s50_1 (21), mux4_1 (9), clkbuf_8 (9), mux2_2 (8)
comb_area_sq_um = 726.9
mostFrequentLayoutCell = edfxtp_1
area.growth.synth_to_final_pct = 17.81
drive_above_1_share = 0.1833

[run_status]
outcome = finished clean

[clock_tree]
cts.root.buffer_cell = clkbuf_8
clkLatencyLatePin_ps = 340
clk_pin_slew_ps = 80
cts_tree = done
postCtsSetupBuffers = 0
clkSinkCount = 75
cts_buffer_depth = 2
ctsResizeCount = 0
cts_made_buffers = 9
cts_max_level = 3
cts_hold_buffers = 0

[flow_run]
cap_viol_max_count = 0
warning_count = 27

[pwr]
ir_worst_vdd_mv = 0.2109
p_per_area_nw_per_um2 = 552.0
p_leak_uw = 0.001160
finalPower_uw = 1960

[hold_path]
hp-class = reg2reg
logic make-up after synthesis:
| logic type | share of synthesized area |
|---|---|
| AND-OR/OR-AND | 0.01868 |
| adder cells (fa/ha/maj) | 0.01661 |
| buffers and inverters | 0.02158 |
| multiplexers | 0.1606 |
| flip-flops | 0.7372 |
| AND/OR/NAND/NOR | 0.03985 |
| XOR/XNOR | 0.005398 |
metal layers:
layer	up-vias	part of all wire
met1	700	0.40
met2	84	0.44
li1	659	-
met5	-	0
met4	0	0.016
met3	8	0.14
area by class of cell:
class                   instances  share of cell area
flip-flops and latches         75              0.6258
multi-input cells              61              0.2047
repair buffers                 24             0.06554
clock buffers                   9             0.03488
well taps                      99             0.03488
clock inverters                 7             0.02995
inverters                       4            0.004228
synthesized netlist by cell type (3+ instances only):
| cell type | number |
|---|---|
| dfxtp_1 | 3 |
| ha_1 | 4 |
| buf_2 | 3 |
| mux2_2 | 8 |
| nand3_1 | 3 |
| inv_1 | 4 |
| nand2_1 | 5 |
| edfxtp_1 | 72 |
| mux4_2 | 7 |
| nor2_1 | 7 |
| mux4_1 | 9 |
power by group:
| part | leakage [uW] | switching [uW] | internal (uW) |
|---|---|---|---|
| clock | 0.000116 | 235 | 370 |
| sequential | 0.000683 | 38.9 | 862 |
| combinational | 0.000362 | 189 | 265 |
| total | 0.00116 | 463 | 1500 |
worst paths after layout:
path,depth (start not counted),endpoint,slack (ps),start
worst max register to register,4,data_out_reg[0]$_DFFE_PP_,1490,stackPointer[0]$_SDFFE_PP0P_
worst min-delay path,2,stackPointer[1]$_SDFFE_PP0P_,640,stackPointer[1]$_SDFFE_PP0P_
worst max-delay path,5,empty,1340,stackPointer[0]$_SDFFE_PP0P_
worst min register to register,2,stackPointer[1]$_SDFFE_PP0P_,640,stackPointer[1]$_SDFFE_PP0P_
worst register-to-register path, cell delays in order (launching register included):
cell	delay, ps
dfxtp_1	790
inv_1	220
ha_1	870
mux4_1	490
mux2_2	300
per-stage QoR:
| stage | hold WS (ps) | cell area (sq um) |
|---|---|---|
| after floorplan | 548.7 | 3014 |
| after global placement | 625.8 | 3321 |
| after detailed placement | 618.7 | 3321 |
| after CTS | 636.5 | 3551 |
| after global routing | 696.8 | 3551 |
| final | 643.1 | 3551 |
No activity file was given, so power comes from the tool's default toggle rates.
