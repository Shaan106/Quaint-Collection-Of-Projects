`design/flow/design.v`:
```
module up_counter_8bit (
    input clk,
    input reset,
    input enable,
    output [7:0] count_out
);
reg [7:0] counter_reg;
assign count_out = counter_reg;
always @(posedge clk) begin
    if (reset == 1) begin
        counter_reg <= 8'b0;
    end else if (enable == 1) begin
        counter_reg = counter_reg + 1;
    end 
end
endmodule
```
`design/flow/run.sh`:
```
#!/bin/bash
# OpenROAD 26Q1-2900-gdf79404cd8, Yosys 0.63+post, stock flow scripts
make -C /OpenROAD-flow-scripts/flow DESIGN_CONFIG=/design/flow/config.mk WORK_HOME=/design/flow/orfs finish
```
`design/flow/config.mk`:
```
export PLATFORM = sky130hd
export DESIGN_NAME = up_counter_8bit
export DESIGN_NICKNAME = up_counter_8bit
export VERILOG_FILES = /design/flow/design.v
export SDC_FILE = /design/flow/constraint.sdc
export NUM_CORES = 4
export LEC_CHECK = 1
export CORE_AREA = 10 10 70 70
export DIE_AREA = 0 0 80 80
```
`design/flow/constraint.sdc`:
```
current_design up_counter_8bit

set clk_period 1.5
set clk_io_pct 0.2

create_clock -name clk0 -period $clk_period [get_ports {clk}]

set non_clock_inputs [all_inputs -no_clocks]
set_input_delay [expr $clk_period * $clk_io_pct] -clock clk0 $non_clock_inputs
set_output_delay [expr $clk_period * $clk_io_pct] -clock clk0 [all_outputs]
```
==> results.cfg <==
; generated from flow reports
[clock_tree]
htreeDepth = 1
cts.sinks = 8
cts_tree = yes
clkLatencyLatePin_ps = 260
path_clk_slew_ps = 50
cts_setup_buffers = 0
ctsLongestPathBuffers = 2
root_buffer = clkbuf_4
hold_buffers = 0
cts_buffers = 3

[critical_path]
critical-path-top-delay-family = buffers and inverters
critPathBufInv = 1
crit_path_start_kind = flop
crit_cells = 1
worst_ep_arrival_time_ps = 1140
r2r_slack_ps = 240
cp.required_ps = 1200
r2r-end = counter_reg[6]$_SDFFE_PP0P_
rr_startpoint = counter_reg[1]$_SDFFE_PP0P_
worst-r2r-cell-count = 4
crit_chain = clkdlybuf4s50_1
crit_path_max_incr_delay_ps = 500
critPathKind = flop to primary output
crit_slowest_cell = clkdlybuf4s50_1
crit_fanout = 5
endpoint_kind = primary output

[sta]
worst_slack_ps = 60.5
worstMarginPinSlew_ps = 295
finClkSkew_ps = 4.74
setup_viol = 0
drv_slew = 0
relSlewSlack_pct = 80.3
clock.fmax_mhz = 695
rsz0062_at_grt = false
hold_slack_ps = 493
hold_viol_final = 0
fin_crit_sh_pct = 96.0
min_period_ps = 1440

[global_routing]
globalRouteTotalUtil_pct = 2.84
met2_usage_pct = 2.97
grt_antenna_before_repair = 0
grt_max_degree = 9
top_usage_layer = met1
grtUsageMet1_pct = 4.24
grtUsageMet3_pct = 2.50
grt_overflow_total = 0
grt_pass1_wl_mm = 1.43
first_global_vias = 313

[floorplanning]
dieArea_sq_um = 6400
coreArea_sq_um = 3420
initCoreUtil_pct = 9.93
chipHeight_um = 80
ioPinCount = 11
die_w_um = 80
num_rows = 21

[synthesis]
synth_cells = 37
ys_sh_xor_pct = 10.3
avgSynthCellArea_sq_um = 9.16
mux_share_pct = 2.95
synth_flops = 8
ys_cells = 37
synth_area_sq_um = 339
yosys.area.top_type = dfxtp_1
ys_sh_adder_pct = 3.69
edf_count = 0
ys_area_sq_um = 339
flop_cell = dfxtp_1
yosysSeqAreaShare_pct = 47.2
async_reset_ff_share_pct = 0
common_cells = dfxtp_1 (8), nor2_1 (5)
synth.top_cell.area_share_pct = 47.2
topCellsByArea = dfxtp_1 (47%), xor2_1 (7.7%), nor2_1 (5.5%), or3_1 (5.5%), a21oi_1 (4.4%)
top_cell = dfxtp_1
yosysUniqueCellTypes = 15
ys_sh_aoi_pct = 8.86
simple_gate_share_pct = 23.6
synth_warnings = 1
synth.logic.top_family = simple AND/OR/NAND/NOR gates

[layout]
layout.cells.non_filler = 96
layout-drive-gt1-share_pct = 18.0
largest_reg_flops = 8
nFillCells = 398
final-seq-area_sq_um = 164
area_growth_pct = 55.4
final_util_pct = 15.4
comb_area_sq_um = 168

[power]
vdd_ir_drop_max_v = 0.000394
switchingPower_uw = 95.2
p_seq_share_pct = 52.8
clock_power_share_pct = 38.9
internal-power_uw = 334
sw_frac_of_total_pct = 22.2
p_leak_uw = 0.000185
p_per_area_nw_per_um2 = 815
combinationalPowerShare_pct = 8.2

[drt]
antenna_left = 0
finalWirelength_um = 831
antenna_cells = 0
route.detailed.drc = 0
drt_iter0_drc = 4
viasPerCell = 3.18
drt_pass1_iterations = 2
post_drt_wl_per_cell_um = 8.66
vias = 305

[flow_run]
cap_violations = 0
warnings = 25

[outcome]
status = finished clean

[placement]
place_ws_ps = -85.6
port_buffers = 10
dpl.hpwl_um = 645
dp.cells = 93
place.gp.congestion = 0.789

[worst_hold_path]
worstHoldStart = counter_reg[7]$_SDFFE_PP0P_
min_to = counter_reg[7]$_SDFFE_PP0P_
hold_depth = 2
hold_class = flop to flop
==> kinds of logic (layout without fill, tap and decap cells) <==
group / Yosys count / in the layout
simple gates: 15 / 15
flops: 8 / 8
compound gates: 6 / 6
xor+xnor: 4 / 4
buf+inv: 2 / 15
fa+ha+maj: 1 / 1
mux: 1 / 1
==> cells in the final DEF (no fill, tap or decap) <==
cell,instances
mux2i_1,1
nor2_1,5
nand3_1,2
clkdlybuf4s50_1,10
dfxtp_1,5
a21oi_1,3
clkbuf_4,3
xnor2_1,1
or3_1,3
o21ai_0,3
buf_4,2
xor2_1,3
dfxtp_2,3
nand4_2,1
ha_1,1
nand2_1,2
nand4_1,2
==> cell type report <==
class                      instances  share of cell area (%)
timing repair buffer              12                    21.9
multi-input combinational         27                    31.8
sequential                         8                    31.1
tap                               46                    10.9
clock buffer                       3                    4.28
==> stage by stage <==
step | TNS (ps) | instance area, sq um | total power (uW)
after detailed placement | -148 | 500 | 266
final | 0 | 527 | 429
after global routing | 0 | 527 | 454
after floorplan | 0 | 339 | 247
after global placement | -63.0 | 500 | 265
after CTS | 0 | 524 | 435
==> how the worst max path moves through the flow <==
stage | startpoint | to | slack, ps
after CTS | counter_reg[4]$_SDFFE_PP0P_ | count_out[4] | 10
final | counter_reg[5]$_SDFFE_PP0P_ | count_out[5] | 60
after global routing | counter_reg[5]$_SDFFE_PP0P_ | count_out[5] | 4
==> power by group through the flow <==
stage | Combinational (uW) | Sequential, uW | Clock [uW]
CTS | 35.8 | 226 | 174
global route | 40.8 | 228 | 185
finish | 35.3 | 227 | 167
==> timing repair <==
action,in CTS,in global routing
gates resized,1,2
setup endpoints to repair,1,2
pin swaps,0,0
==> worst register-to-register path, stage by stage, from the launching register on <==
cell and delay [ps]:
dfxtp_1 380, ha_1 210, nand3_1 100, or3_1 360, a21oi_1 150
==> per-layer routing <==
metal / share of wire (%) / vias up
met5: 0 / -
li1: - / 156
met1: 59 / 135
met2: 25 / 14
met4: 0 / 0
met3: 16 / 0
Power is estimated from default activity; no workload was simulated.
