===== /design/flow/config.mk =====
export PLATFORM = sky130hd
export DESIGN_NAME = fifo
export DESIGN_NICKNAME = fifo
export VERILOG_FILES = /design/flow/design.v
export SDC_FILE = /design/flow/constraint.sdc
export NUM_CORES = 4
export LEC_CHECK = 1
export CORE_UTILIZATION = 30

===== /design/flow/constraint.sdc =====
current_design fifo

set clk_period 2.9
set clk_io_pct 0.2

create_clock -name clk0 -period $clk_period [get_ports {clk}]

set non_clock_inputs [all_inputs -no_clocks]
set_input_delay [expr $clk_period * $clk_io_pct] -clock clk0 $non_clock_inputs
set_output_delay [expr $clk_period * $clk_io_pct] -clock clk0 [all_outputs]

===== /design/flow/design.v =====
module fifo #(
    parameter BUFFER_SIZE=8,
    parameter ITEM_SIZE=8)
(
    input write_en,
    input read_en,
    input rst,
    input clk,
    input[ITEM_SIZE-1:0] data_in,
    output[ITEM_SIZE-1:0] data_out
);
reg[ITEM_SIZE-1:0] buffer_data [BUFFER_SIZE-1:0];
reg[$clog2(BUFFER_SIZE)-1:0] endPointer = 0;
reg[$clog2(BUFFER_SIZE)-1:0] startPointer = 0;
reg[$clog2(BUFFER_SIZE):0] numItems = 0;
reg[ITEM_SIZE-1:0] data_out_reg;
assign data_out = read_en ? data_out_reg : 8'bz;
always @(posedge clk) begin
    if (rst) begin
        numItems <= 0;
        startPointer <= 0;
        endPointer <= 0;
        data_out_reg <= 8'b0;
    end
    else begin
        if (numItems == 0) begin
            if (write_en) begin
                buffer_data[endPointer] <= data_in;
                endPointer <= endPointer + 1;
                numItems <= numItems + 1;
            end
            data_out_reg <= 8'bz;
        end
        else if (numItems == BUFFER_SIZE) begin
            if (read_en) begin
                data_out_reg = buffer_data[startPointer];
                startPointer = startPointer + 1;
                numItems <= numItems - 1;
            end
        end
        else begin
            if (read_en) begin
                data_out_reg = buffer_data[startPointer];
                startPointer = startPointer + 1;
                numItems <= numItems - 1;
            end
            if (write_en) begin
                buffer_data[endPointer] <= data_in;
                endPointer <= endPointer + 1;
                numItems <= numItems + 1;
            end
        end
    end
end
endmodule   

===== /design/flow/run.sh =====
#!/bin/bash
# OpenROAD 26Q1-2900-gdf79404cd8, Yosys 0.63+post, stock flow scripts
make -C /OpenROAD-flow-scripts/flow DESIGN_CONFIG=/design/flow/config.mk WORK_HOME=/design/flow/orfs finish

==> impl_summary.log <==
[flow] collecting metrics
INFO  metric power.leakage = 1.27 nW
INFO  metric ys_ff = 82
INFO  metric powerDensity = 743 mW/mm2
INFO  metric cts_tree = done
INFO  metric die_width = 108 um
INFO  metric achievable-frequency = 0.491 GHz
INFO  metric routed.top_layer = met4
INFO  metric synth_area = 0.00336 mm2
INFO  metric row_count = 38
INFO  metric critical_path.slowest_cell = dfxtp_1
INFO  metric drv_cap = 0
INFO  metric finalCriticalPeriod = 2.04 ns
INFO  metric drt.antenna.violating_nets = 0
INFO  metric end_kind = register
INFO  metric critical_path_cell_list = inv_1, ha_1, nand3b_1, nand3_1, nor4b_2, buf_4
INFO  metric place_inst = 397
INFO  metric layout_cell_share_with_drive_strength_beyond_1 = 14.3%
INFO  metric chip_area = 0.0116 mm2
INFO  metric cp_slowest_stage_delay = 0.39 ns
INFO  metric average_size_of_a_mapped_cell = 14.1 um2
INFO  metric buffers_and_inverters_on_the_worst_path = 2
INFO  metric synthTopLogicFamily = simple AND/OR/NAND/NOR gates
INFO  metric drt-met1-wl = 2550 um
INFO  metric cts.sinks = 82
INFO  metric grt_max_degree = 24
INFO  metric average_vias_per_placed_instance = 4.76
INFO  metric cts.clk_slew.worst_paths = 0.09 ns
INFO  metric cts_hold_buffers = 0
INFO  metric gr-total-overflow = 0
INFO  metric synth_warn = 3
INFO  metric final_tally_of_hold_violations = 0
INFO  metric die-height = 108 um
INFO  metric run_status = finished clean
INFO  metric tool_warnings = 26
INFO  metric worst_hold_path_type = reg -> reg
INFO  metric area_of_the_core_region = 0.0109 mm2
INFO  metric detailedRoute.firstPassIterationCount = 4
INFO  metric antennaDiodeCount = 0
INFO  metric crit_fanout = 8
INFO  metric cts.repair.resized = 0
INFO  metric num_vias = 1,965
INFO  metric simple_gate_share_of_the_synthesized_area = 11.0%
INFO  metric worstPathRequired = 2.95 ns
INFO  metric cts_setup_buffers = 0
INFO  metric final-instance-count-excl-fill = 413
INFO  metric yosys.area_share.aoi = 5.92%
INFO  metric final_clock_skew = 0.00971 ns
INFO  metric global_router_s_overall_resource_usage = 12.0%
INFO  metric post_synth_xor_area_fraction = 1.30%
INFO  metric cts-htree-levels = 3
INFO  metric ctsLongestPathBuffers = 2
INFO  metric root_buffer = clkbuf_8
INFO  metric post-route-period-util = 70.3%
INFO  metric ir_drop = 0.287 mV
INFO  metric rsz0062_at_grt = no
INFO  metric wirelength = 6170 um
INFO  metric drt_drc_violations_left = 0
INFO  metric grt_antenna_before_repair = 0
INFO  metric proportion_of_synthesized_chip_area_in_sequential_cells = 68.0%
INFO  metric slew-limit-headroom = 48.9%
INFO  metric crit_arrival = 2.09 ns
INFO  metric grt_first_pass_wirelength = 9730 um
INFO  metric via_count_of_the_first_global_routing_pass = 2,003
INFO  metric regToRegSetupSlack = 0.86 ns
INFO  metric setup_total_negative_slack = 0 ns
INFO  metric route.met3.wl = 790 um
INFO  metric routedWlPerCell = 14.9 um
INFO  metric initial_utilization = 30.8%
INFO  metric synthesis.instances = 238
INFO  metric report.final.setup_viol = 0
INFO  metric timing.final.ws_setup = 0.862 ns
INFO  metric hpwlAfterDp = 4010 um
INFO  metric ys_area = 0.00336 mm2
INFO  metric final_max_slew_viol_count = 0
INFO  metric area_growth = 18.2%
INFO  metric worst-setup-path-type = reg -> reg
INFO  metric synth.area.mux_share = 9.95%
INFO  metric cp-start-kind = register
INFO  metric insertion_delay = 0.35 ns
INFO  metric drt_iter0_drc = 60
INFO  metric yosysCellCount = 238
INFO  metric ys_sh_adder = 1.49%
INFO  metric cp_top_family = simple AND/OR/NAND/NOR gates
INFO  metric cts_buffers = 9
INFO  metric pre_cts_ws = 0.804 ns
INFO  metric gp_routability_congestion = 0.747
INFO  metric buffer_ports.inserted = 19
INFO  metric met2_wirelength = 2790 um
INFO  metric worst_pin_slew = 0.766 ns
INFO  metric largest_register_ffs = 64
INFO  metric io_pins = 20
INFO  metric yosys.cell_types.count = 41
[logic make-up after synthesis]
family	after synthesis
simple gates	72
xor+xnor	5
mux	32
buf+inv	15
flops	82
compound gates	28
fa+ha+maj	4
[worst reg2reg max path, delay by kind of cell, from the launching register on]
family | cells | cell delay [ns]
AND/OR/NAND/NOR | 3 | 0.75
flip-flops | 1 | 0.39
buffers and inverters | 2 | 0.31
adder cells (fa/ha/maj) | 1 | 0.30
[cells in the mapped netlist, drive strengths merged]
| library cell | n | share of area (%) |
|---|---|---|
| a211oi | 2 | 0.60 |
| a21oi | 3 | 0.45 |
| a221oi | 1 | 0.26 |
| a22oi | 1 | 0.37 |
| a31oi | 1 | 0.19 |
| buf | 7 | 1.5 |
| clkbuf | 6 | 0.67 |
| dfxtp | 18 | 11 |
| edfxtp | 64 | 57 |
| ha | 4 | 1.5 |
| inv | 2 | 0.22 |
| mux2 | 1 | 0.34 |
| mux2i | 30 | 8.9 |
| mux4 | 1 | 0.67 |
| nand2 | 9 | 1.0 |
| nand2b | 5 | 1.0 |
| nand3 | 9 | 1.3 |
| nand3b | 2 | 0.45 |
| nand4 | 1 | 0.19 |
| nor2 | 18 | 2.0 |
| nor2b | 1 | 0.19 |
| nor3 | 18 | 2.7 |
| nor3b | 1 | 0.22 |
| nor4 | 2 | 0.37 |
| nor4b | 2 | 0.52 |
| o21a | 1 | 0.22 |
| o21ai | 1 | 0.15 |
| o22a | 1 | 0.26 |
| o22ai | 15 | 2.8 |
| o31a | 1 | 0.26 |
| o31ai | 1 | 0.37 |
| or2 | 2 | 0.37 |
| or3b | 1 | 0.26 |
| or4b | 1 | 0.41 |
| xnor2 | 1 | 0.26 |
| xor2 | 4 | 1.0 |
[cell type report]
class / count / area (um2)
clock buffers: 9 / 124
clock inverters: 7 / 70.1
fillers: 1008 / 6920
inverters: 2 / 7.51
multi-input cells: 141 / 1020
flip-flops and latches: 82 / 2280
well taps: 140 / 175
repair buffers: 32 / 288
[power breakdown]
part | leakage [nW] | switching (mW) | total, mW | internal (mW)
clock network | 0.0905 | 0.396 | 0.790 | 0.394
logic | 0.457 | 0.323 | 0.680 | 0.356
registers | 0.727 | 0.126 | 1.48 | 1.35
[per-stage QoR]
step	cell area, um2	total power [mW]	hold slack, ns	utilization (%)
after floorplan	3360	1.97	0.454	-
after global placement	3780	2.18	0.483	34.7
after detailed placement	3780	2.19	0.484	34.7
after CTS	3970	2.98	0.499	36.5
after global routing	3970	3.13	0.514	36.5
final	3970	2.95	0.494	36.5
[metal layers]
| metal | GRT usage (%) | up-vias |
|---|---|---|
| met5 | 0 | - |
| met4 | 1.27 | 0 |
| met3 | 8.33 | 6 |
| met2 | 18.2 | 83 |
| met1 | 14.7 | 907 |
| li1 | - | 969 |
[cells in the final DEF (no fill, tap or decap), drive strengths merged, types with 2 or more instances in the layout]
| cell type | count |
|---|---|
| ha | 4 |
| a21oi | 3 |
| a211oi | 2 |
| mux2i | 30 |
| nand3 | 9 |
| nand2 | 9 |
| nor2 | 18 |
| buf | 13 |
| clkdlybuf4s50 | 19 |
| dfxtp | 18 |
| edfxtp | 64 |
| nand2b | 5 |
| clkbuf | 9 |
| xor2 | 4 |
| clkinv | 4 |
| nand3b | 2 |
| nor4 | 2 |
| nor4b | 2 |
| inv | 2 |
| clkinvlp | 2 |
| nor3 | 18 |
| or2 | 2 |
| o22ai | 15 |
[final timing paths]
kind / depth (start not counted) / startpoint / end
worst max-delay path: 6 / numItems[0]$_SDFFE_PP0P_ / buffer_data[6][2]$_DFFE_PP_
worst max register to register: 6 / numItems[0]$_SDFFE_PP0P_ / buffer_data[6][2]$_DFFE_PP_
worst min-delay path: 2 / data_out_reg[0]$_SDFFE_PP0P_ / data_out_reg[0]$_SDFFE_PP0P_
worst min register to register: 2 / data_out_reg[0]$_SDFFE_PP0P_ / data_out_reg[0]$_SDFFE_PP0P_
Power figures rest on the tool's default switching activity, not on a simulated workload.
